[flow/run.sh]
#!/bin/bash
# OpenROAD 26Q1-2900-gdf79404cd8, Yosys 0.63+post, stock flow scripts
make -C /OpenROAD-flow-scripts/flow DESIGN_CONFIG=/design/flow/config.mk WORK_HOME=/design/flow/orfs finish
[flow/config.mk]
export PLATFORM = sky130hd
export DESIGN_NAME = ClkDiv
export DESIGN_NICKNAME = ClkDiv
export VERILOG_FILES = /design/flow/design.v
export SDC_FILE = /design/flow/constraint.sdc
export NUM_CORES = 4
export LEC_CHECK = 1
export CORE_AREA = 10 10 70 70
export DIE_AREA = 0 0 80 80
[flow/constraint.sdc]
current_design ClkDiv

set clk_period 2.2
set clk_io_pct 0.2

create_clock -name clk0 -period $clk_period [get_ports {i_ref_clk}]

set non_clock_inputs [all_inputs -no_clocks]
set_input_delay [expr $clk_period * $clk_io_pct] -clock clk0 $non_clock_inputs
set_output_delay [expr $clk_period * $clk_io_pct] -clock clk0 [all_outputs]
[flow/design.v]
module ClkDiv #( parameter DivRatio_Width = 3)
(
input   wire                            i_ref_clk  ,
input   wire                            i_rst_n    ,
input   wire                            i_clk_en   ,
input   wire    [DivRatio_Width-1:0]    i_div_ratio,
output  reg                             o_div_clk
);
reg     [DivRatio_Width-2:0]    counter   ;
reg                             odd_toggle;        
wire                            odd1_even0  ;
wire    [DivRatio_Width-2:0]    half_ratio  ;
reg                             restart_even;
reg                             restart_odd ;
reg    o_div_clk_r ;
reg    gating_latch;  
always@(posedge i_ref_clk or negedge i_rst_n)
  begin
    if(!i_rst_n)
     begin
        counter <= 'b0 ;
        odd_toggle <= 1'b1 ;
     end
    else if(i_clk_en)
     begin
     case(odd1_even0)
     1'b0   : begin
                if(restart_even)
                 begin
                    counter <= 'b0 ;
                 end
                else
                 begin
                    counter <= counter + 1'b1 ;
                 end
            end
     1'b1   : begin
                if(restart_odd)
                 begin
                    counter <= 'b0 ;
                    odd_toggle <= !odd_toggle ;
                 end
                else
                 begin
                    counter <= counter + 1'b1 ;
                 end
            end
     endcase
     end
    else
     begin
        counter <= 'b0 ;
     end
  end
always@(*)
 begin
    if(i_clk_en)
     begin
        restart_odd = (odd1_even0 & restart_even & odd_toggle) | (odd1_even0 & (counter == half_ratio) & !odd_toggle );
     end
    else
     begin
        restart_odd = 1'b0 ;
     end
 end
always@(*)
 begin
    if(i_clk_en)
     begin
        restart_even = counter == ((i_div_ratio >> 1) - 1'b1);
     end
    else
     begin
        restart_even = 1'b0 ;
     end
 end
assign half_ratio = i_div_ratio >> 1 ;
assign odd1_even0 = i_div_ratio[0] ;  
always@(posedge i_ref_clk or negedge i_rst_n)
  begin
    if(!i_rst_n)
     begin
        o_div_clk_r <= 1'b0 ;
     end
    else if(i_clk_en)
     begin
      case(odd1_even0)
      1'b0   :   o_div_clk_r <= restart_even ? !o_div_clk_r : o_div_clk_r ;
      1'b1   :   o_div_clk_r <= restart_odd  ? !o_div_clk_r : o_div_clk_r ;
      endcase
     end
    else
     begin
        o_div_clk_r <= 1'b0 ;
     end
  end
always@(i_ref_clk or i_clk_en)
 begin
    if(!i_ref_clk)
     begin
        gating_latch <= i_clk_en;
     end
 end
always@(*)
 begin
    if(i_div_ratio == 'b1)
     begin
        o_div_clk = i_ref_clk;
     end
    else if(gating_latch | o_div_clk_r)
     begin
        o_div_clk = o_div_clk_r ;
     end
    else
     begin
        o_div_clk = i_ref_clk ;
     end
 end
endmodule
==> reports/metrics.cfg <==
[outcome]
status=complete, but fails checks
violated_checks=negative setup slack

[setup_path]
timing.critical_path.from_type=latch
timing.critical_path.buf_inv=1
crit_family=latches
worstPathCellList=nand2_1, a22o_1, buf_2
worst_path_slowest_cell=sky130_fd_sc_hd__dlxtn_1
r2r.worst_path.cells=4
critical_path_arrival_ps=2190
cp_num_cells=3
critical_path.max_fanout=1
worstSetupPathType=latch2out
required_ps=1760
cp_slowest_stage_delay_ps=380
cp_capture_type=primary output

[clock_network]
cts_tree=built
cts.clk_slew.worst_paths_ps=40
latest_clock_arrival_within_the_worst_skew_pair_ps=350

[power]
switching_share_pct=28.48
flop_pwr_share_pct=31.0
p_comb_share_pct=25.0
maximum_vdd_drop_mv=0.3597
p_per_area_nw_per_um2=1000
internal-power_w=0.0003329
proportion_of_power_drawn_by_the_clock_network_pct=44.0
totalPowerFinal_w=0.0004655
switchingPower_w=0.0001326
static-leakage-power_nw=0.2127

[timing]
setup_viol=1
final_max_slew_viol_count=0
slew_of_the_pin_with_the_lowest_slew_margin_ps=310.2
timing_hold_violations_final=0
fin_skew_ps=2.833
unrepaired_setup_endpoints_after_global_routing=yes
final.setup.worst_slack_ps=-426.7
holdWs_ps=288.7
slew_headroom_pct=79.32

[routing]
routed_wire_length_per_instance_um=7.611
dr_total_vias=246
drtPass1Iterations=2
drt_iter0_markers=14
routed_via_density=2.733
postRouteAntennaNets=0
insertedDiodeCount=0
routed_wirelength_um=685
detail_route.drc_violations=0

[finish]
fillerInstances=400
areaGrowthSynthToFinish_pct=69.86
comb_area_sq_um=150.1
regArea_sq_um=116.4
layout_top_cells_excl_fill_tap=sky130_fd_sc_hd__clkbuf_4 (6), sky130_fd_sc_hd__clkdlybuf4s50_1 (5), sky130_fd_sc_hd__buf_4 (4)
top_layout_cell=sky130_fd_sc_hd__clkbuf_4
drive_gt1_share_pct=34.09

[die]
fp.dieH_um=80
die.size.x_um=80
num_io_pins=7
floorplan.rows=21
initial_core_util_pct=8.022
core_sq_um=3416
fp.dieArea_sq_um=6400

[placement]
placement.setup.worst_slack_ps=-304.6
gpl.final_weighted_congestion=0.7244
port_buffers=6

[logic_synthesis]
synth_stat.cells=27
synth-area-yosys_sq_um=274.0
synthesis.area_sq_um=274.0
synthDistinctLibCells=20
avgSynthCellArea_sq_um=10.15
synthesis.instances=27
synthesis.yosys.warnings=1
ys_ff=5

[grt]
antenna_found_initial=0
vias_in_the_first_global_route=275
grt-ovfl-total=0
track_usage_pct=2.275
grt_max_degree=7
grt_first_pass_wirelength_um=1138

[run]
warnings=29
cap_viol_max_count=0

[worst_hold_path]
hold_wc_path_type=in2async

[synthesized netlist by cell type]
cell type / count / area [sq um]
sky130_fd_sc_hd__dfrtp_1: 3 / 75.07
sky130_fd_sc_hd__xor2_1: 3 / 26.28
sky130_fd_sc_hd__inv_1: 2 / 7.510
sky130_fd_sc_hd__nand2_1: 2 / 7.510
sky130_fd_sc_hd__nand2b_1: 2 / 12.51
sky130_fd_sc_hd__a21oi_1: 1 / 5.000
sky130_fd_sc_hd__a22o_1: 1 / 8.760
sky130_fd_sc_hd__a31oi_1: 1 / 6.260
sky130_fd_sc_hd__a41oi_1: 1 / 8.760
sky130_fd_sc_hd__and3_2: 1 / 7.510
sky130_fd_sc_hd__and3b_2: 1 / 10.01
sky130_fd_sc_hd__dfstp_2: 1 / 26.28
sky130_fd_sc_hd__dlxtn_1: 1 / 15.01
sky130_fd_sc_hd__ha_1: 1 / 12.51
sky130_fd_sc_hd__mux2i_1: 1 / 10.01
sky130_fd_sc_hd__nand3_1: 1 / 5.000
sky130_fd_sc_hd__nor2_1: 1 / 3.750
sky130_fd_sc_hd__nor3_1: 1 / 5.000
sky130_fd_sc_hd__nor3b_2: 1 / 12.51
sky130_fd_sc_hd__xnor2_1: 1 / 8.760
[worst paths after layout]
| path | from | endpoint | slack, ps |
|---|---|---|---|
| max in group asynchronous | i_rst_n | odd_toggle | 1680 |
| worst min-delay path | i_rst_n | counter[1] | 290 |
| worst max-delay path | gating_latch | o_div_clk | -430 |
| worst max register to register | counter[0] | o_div_clk_r | 850 |
| worst min register to register | o_div_clk_r | o_div_clk_r | 560 |
| min in group clk0 | o_div_clk_r | o_div_clk_r | 560 |
[routing by layer]
metal  GRT usage, %  part of all wire (%)  up-vias  routed length (um)
met5              0                     0        -                   0
met2          1.766                    29        9                 197
met3          2.386                    12        5                  80
met1          3.416                    57      104                 389
met4         0.7042                   2.5        0                  17
li1               -                     -      128                   -
[what timing repair did]
action                                  in CTS  in global routing
hold endpoints to repair                     0                  0
gates resized                                3                  0
setup buffers                                0                  0
hold buffers                                 0                  0
endpoints found under the setup margin       1                  1
[sequential cells by signal, indices dropped and copies added (netlist names)]
register / cells
counter: 2
o_div_clk_r: 1
gating_latch: 1
odd_toggle: 1
[power by group through the flow]
stage / Sequential, W / Combinational (W) / Clock (W)
finish: 0.000144 / 0.000116 / 0.000205
CTS: 0.000144 / 0.000115 / 0.000218
global route: 0.000147 / 0.000128 / 0.000233
[worst register-to-register path: cells and delay by family (launching register included)]
kind | cells | cell delay (ps)
compound gates | 1 | 290
xor+xnor | 1 | 190
flops | 1 | 400
mux | 1 | 220
simple gates | 1 | 170
[cells by family after synthesis]
logic type	synth area share, %
multiplexers	3.653
latches	5.478
buffers and inverters	2.741
AND-OR/OR-AND	10.50
XOR/XNOR	12.79
flip-flops	36.99
AND/OR/NAND/NOR	23.28
adder cells (fa/ha/maj)	4.565
[metrics by stage]
step,util [%],std cells,instance area [sq um],TNS (ps)
2_1_floorplan,-,27,274.0,0
3_3_place_gp,12.34,83,421.7,-297.5
3_5_place_dp,12.34,83,421.7,-304.6
4_1_cts,13.63,90,465.4,-449.8
5_1_grt,13.63,90,465.4,-486.2
6_report,13.63,90,465.4,-426.7
[area by class of cell]
type | instances | share of cell area [%]
Sequential cell | 5 | 25.00
Inverter | 2 | 1.613
Timing Repair Buffer | 9 | 17.20
Clock buffer | 8 | 11.56
Tap cell | 46 | 12.37
Multi-Input combinational cell | 20 | 32.26
No activity file was given, so power comes from the tool's default toggle rates.
